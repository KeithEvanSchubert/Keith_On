===== ./design.v =====
module Cache16x32(DataIO_1,DataIO_2,MemDone_1,MemDone_2,Address_1,Address_2,Write_1,Write_2,Start_1,Start_2);
input [7:0] Address_1,Address_2;
input Write_1, Write_2, Start_1, Start_2;
inout [31:0] DataIO_1, DataIO_2;
output MemDone_1, MemDone_2;
reg    MemDone_1, MemDone_2;
parameter access=1;
reg [31:0] mem [0:16];
reg [31:0] DataXfer_1, DataXfer_2;
reg Out_1, Out_2;
assign DataIO_1 = (Out_1)? DataXfer_1 : 32'bz;
assign DataIO_2 = (Out_2)? DataXfer_2 : 32'bz;
initial
begin
  MemDone_1<=1;
  MemDone_2<=1;
  Out_1<=0;
  Out_2<=0;
end
always @(posedge Start_1)
begin
           MemDone_1<=0;
           DataXfer_1<=DataIO_1;
  #access  if (Write_1)
             mem[Address_1]<=DataXfer_1;
           else
           begin
             DataXfer_1=mem[Address_1];  
             Out_1=1;
           end
  #1       MemDone<=1;
  #1       Out<=0;   
           MemDone<=0;
end
endmodule 

===== ./run.sh =====
#!/bin/bash
# OpenROAD 26Q1-2900-gdf79404cd8, Yosys 0.63+post, stock flow scripts
make -C /OpenROAD-flow-scripts/flow DESIGN_CONFIG=/design/flow/config.mk WORK_HOME=/design/flow/orfs finish

===== ./config.mk =====
export PLATFORM = sky130hd
export DESIGN_NAME = Cache16x32
export DESIGN_NICKNAME = Cache16x32
export VERILOG_FILES = /design/flow/design.v
export SDC_FILE = /design/flow/constraint.sdc
export NUM_CORES = 4
export LEC_CHECK = 1
export CORE_UTILIZATION = 30

===== ./constraint.sdc =====
current_design Cache16x32

set clk_period 11.0
set clk_io_pct 0.2

create_clock -name clk0 -period $clk_period [get_ports {Start_1}]

set non_clock_inputs [all_inputs -no_clocks]
set_input_delay [expr $clk_period * $clk_io_pct] -clock clk0 $non_clock_inputs
set_output_delay [expr $clk_period * $clk_io_pct] -clock clk0 [all_outputs]

==> results.toml <==
# yosys + openroad results
[status]
run_status = "completed"

[finish]
layout-drive-gt1-share_pct = 10.9
syn_to_final_growth_pct = 12.7
nFillCells = 6785
finalNonFillerCells = 2265

[worst_hold_path]
timing.hold.worst.class = "register to register"

[power_and_ir_drop]
p_sw_share_pct = 20.6
intPower_uw = 3530
p_switching_uw = 914
vdd.ir_drop.worst_mv = 0.118
power.density_mw_per_mm2 = 177
total_power_uw = 4440
power.share.sequential_pct = 56.6
total_leakage_power_uw = 0.00847
share_of_power_burned_in_combinational_logic_pct = 3.6
clockPowerShare_pct = 39.8

[placement]
detailedPlacementHpwl_mm = 23.3
gpl.final_weighted_congestion = 0.760
place_ws_ns = 5.46
dpl_cells = 2161
port_buffers = 7

[final_timing]
timing_worst_slew_pin_value_ns = 0.890
rsz0062_at_grt = "false"
min_period_ns = 4.96
fin_hold_ws_ns = 0.526
maxSlewViolCount = 0
relSlewSlack_pct = 40.5
period_used_pct = 45.1
max_freq_ghz = 0.201
final.setup_skew_ns = 0.0180
setup_viol = 0
final_number_of_hold_violating_endpoints = 0
worst_slack_ns = 6.04
timing.setup.tns_ns = 0

[logic_synthesis]
synth-edff-count = 576
synth.cell_area_mm2 = 0.0223
synth-cells-yosys = 1223
most_frequent_cell_after_synthesis = "sky130_fd_sc_hd__edfxtp_1"
synth.top_cells.by_area = "sky130_fd_sc_hd__edfxtp_1, sky130_fd_sc_hd__mux2i_1, sky130_fd_sc_hd__a22oi_1"
synth.yosys.chip_area_mm2 = 0.0223
flop_cell = "sky130_fd_sc_hd__edfxtp_1"
synthArstFlopShare_pct = 0
netlist.top_cell.by_area = "sky130_fd_sc_hd__edfxtp_1"
synth_seq_share_pct = 77.6
synth_top_area_share_pct = 77.5
syn_inst = 1223
distinct_lib_cells = 25
yosysWarningCount = 8
synth.top_cells.by_count = "sky130_fd_sc_hd__edfxtp_1, sky130_fd_sc_hd__mux2i_1, sky130_fd_sc_hd__a22oi_1, sky130_fd_sc_hd__nand2_1, sky130_fd_sc_hd__buf_4"
syn_avg_cell_area_um2 = 18.3
synth_flops = 577

[run]
stage_log_warnings = 1039
max_cap_violations = 0

[clocking]
clkSinkCount = 577
cts.repair_timing.setup_buffer_count = 0
clk_latency_ns = 0.60
cts-buffers-inserted = 56
cts_hold_repair.buffers = 0
clk_pin_slew_ns = 0.06
ctsResizeCount = 0
cts_max_path_buffers = 3
cts.root.buffer_cell = "sky130_fd_sc_hd__clkbuf_16"
cts_htree_levels = 2
clock_tree_from_tritoncts = "yes"

[die]
chipArea_mm2 = 0.0755
rows = 99
ios = 86
core_area_mm2 = 0.0733
initial_utilization_pct = 30.4
die_y_um = 275
fp.dieW_um = 275

[detailed_routing]
routed_wirelength_mm = 46.9
ant_nets = 0
mean_number_of_vias_per_cell = 4.83
detail_route.iter0.violations = 648
remaining_drc_errors = 0
antenna_cells_inserted = 0
route.vias.total = 10900
drt_pass1_iterations = 15
routedWlPerCell_um = 20.7

[worst_setup_path]
criticalPathCategory = "input port to register"
worstPathRequired_ns = 11.34
timing.critical_path.arrival_ns = 5.30
timing.critical_path.cells = "clkdlybuf4s50_1 -> and2_2 -> buf_4 -> a22oi_1 -> a32oi_1 -> nand2_1"
critical_path.slowest_cell = "sky130_fd_sc_hd__clkdlybuf4s50_1"
worst_path_dominant_cell_family = "buffers and inverters"
path_buffers = 2
crit_path_max_cell_delay_ns = 1.05
worstSetupStartpointType = "input port"
worst_setup_path_end_kind = "register"
maximum_fanout_along_the_worst_path = 40

[global_routing]
grt_pass1_vias = 11500
grt_pass1_wl_mm = 69.6
globalRouteOverflowTotal = 0
pin_count_of_the_biggest_net_entering_global_routing = 60
gr-usage-all-layers_pct = 13.3
antenna_found_initial = 0
[stage by stage]
step	area [um^2]	util (%)
6_report	25100	34.3
5_1_grt	25100	34.3
4_1_cts	25100	34.3
3_5_place_dp	23500	32.0
3_3_place_gp	23500	32.0
2_1_floorplan	22400	-
[per-layer routing]
layer,up-vias,wire length (um),GRT usage (%)
met5,-,40,0.501
met2,576,21100,19.3
li1,4900,-,-
met4,2,1130,2.88
met3,86,6960,9.43
met1,5369,17600,16.7
[state kept, by name (all words and copies together), names as in the netlist]
register and flops:
mem 544, MemDone_1 1, DataIO_1 32
[worst register-to-register path, cell delays in order (launching register included)]
cell and delay [ns]:
sky130_fd_sc_hd__edfxtp_1 0.36, sky130_fd_sc_hd__mux2i_1 0.17, sky130_fd_sc_hd__a22oi_1 0.10, sky130_fd_sc_hd__a32oi_1 0.29
sky130_fd_sc_hd__nand2_1 0.08
[power by group through the flow]
| stage | Clock (uW) | Sequential, uW | Combinational [uW] |
|---|---|---|---|
| final | 1770 | 2510 | 161 |
| after global routing | 1900 | 2520 | 177 |
| after CTS | 1810 | 2520 | 164 |
[cells in the final DEF (no fill, tap or decap), types with 13 or more instances in the layout]
cell,count
sky130_fd_sc_hd__nand3_1,33
sky130_fd_sc_hd__nand2_1,65
sky130_fd_sc_hd__edfxtp_1,576
sky130_fd_sc_hd__a21oi_1,32
sky130_fd_sc_hd__a22oi_1,96
sky130_fd_sc_hd__clkinv_1,13
sky130_fd_sc_hd__clkbuf_16,57
sky130_fd_sc_hd__buf_4,41
sky130_fd_sc_hd__a32oi_1,32
sky130_fd_sc_hd__conb_1,34
sky130_fd_sc_hd__clkbuf_1,18
sky130_fd_sc_hd__mux2i_1,256
[path summary, 6_finish.rpt]
check	startpoint	end	slack (ns)	depth (start not counted)
max	Address_1[3]	DataIO_1[31]$_DFFE_PN_	6.04	6
min	mem[16][2]$_DFFE_PP_	DataIO_1[2]$_DFFE_PN_	0.53	2
max reg2reg	mem[15][4]$_DFFE_PP_	DataIO_1[4]$_DFFE_PN_	9.76	4
min reg2reg	mem[16][2]$_DFFE_PP_	DataIO_1[2]$_DFFE_PN_	0.53	2
[cell type report]
cell class | instances | area (um^2) | area share [%]
timing repair buffer | 48 | 378 | 1.50
clock buffer | 75 | 1490 | 5.94
inverter | 1 | 3.75 | 0.0149
tap | 959 | 1200 | 4.77
multi-input combinational | 576 | 4560 | 18.1
clock inverter | 29 | 196 | 0.781
sequential | 577 | 17300 | 68.9
[cell families after synthesis]
family | count (synthesis) | share of synthesized area (%)
other cells | 2 | 0.0336
compound gates | 160 | 5.20
buf+inv | 102 | 3.16
flops | 577 | 77.6
mux | 256 | 11.5
simple gates | 126 | 2.55
